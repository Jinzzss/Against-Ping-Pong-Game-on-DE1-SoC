### design/flow/run.sh
#!/bin/bash
# OpenROAD 26Q1-2900-gdf79404cd8, Yosys 0.63+post, stock flow scripts
make -C /OpenROAD-flow-scripts/flow DESIGN_CONFIG=/design/flow/config.mk WORK_HOME=/design/flow/orfs finish
### design/flow/config.mk
export PLATFORM = sky130hd
export DESIGN_NAME = MovePaddle
export DESIGN_NICKNAME = MovePaddle
export VERILOG_FILES = /design/flow/design.v
export SDC_FILE = /design/flow/constraint.sdc
export NUM_CORES = 4
export LEC_CHECK = 1
export CORE_AREA = 10 10 70 70
export DIE_AREA = 0 0 80 80
### design/flow/constraint.sdc
current_design MovePaddle

set clk_period 4.4
set clk_io_pct 0.2

create_clock -name clk0 -period $clk_period [get_ports {clock}]

set non_clock_inputs [all_inputs -no_clocks]
set_input_delay [expr $clk_period * $clk_io_pct] -clock clk0 $non_clock_inputs
set_output_delay [expr $clk_period * $clk_io_pct] -clock clk0 [all_outputs]
### design/flow/design.v
module MovePaddle #(
    parameter PADDLE_X_START_POSITION = 115,   
    parameter PADDLE_Y_START_POSITION = 160,   
    parameter PADDLE_Y_VELOCITY = 1,           
	 parameter PADDLE_HEIGHT = 20,  
    parameter MAX_TOP_POSITION = 10,          
    parameter MIN_BOTTOM_POSITION = 305        
)(
    input           clock,          
    input           reset,          
    input   [1:0]   button,         
    output  [7:0]   paddleXValue,   
    output  [8:0]   paddleYValue    
);
reg  [7:0]  xPaddlePosition = PADDLE_X_START_POSITION;   
reg  [8:0]  yPaddlePosition = PADDLE_Y_START_POSITION;   
always @(posedge clock) begin
    if (reset) begin
        yPaddlePosition <= PADDLE_Y_START_POSITION;
    end else begin
        if (~button[0] && (yPaddlePosition + PADDLE_HEIGHT/2 + PADDLE_Y_VELOCITY <= MIN_BOTTOM_POSITION)) begin
            yPaddlePosition <= yPaddlePosition + PADDLE_Y_VELOCITY;
        end
        else if (~button[1] && (yPaddlePosition - PADDLE_HEIGHT/2 - PADDLE_Y_VELOCITY >= MAX_TOP_POSITION)) begin
            yPaddlePosition <= yPaddlePosition - PADDLE_Y_VELOCITY;
        end
    end
end
assign paddleXValue = xPaddlePosition;
assign paddleYValue = yPaddlePosition;
endmodule
==> impl_metrics.env <==
# source this file to load flow results
export IMPL_routed_via_density=5.29
export IMPL_drv_slew=0
export IMPL_ys_cells=168
export IMPL_cts_max_path_buffers=2
export IMPL_status="finished clean"
export IMPL_rows=21
export IMPL_ant_nets=0
export IMPL_fin_setup_tns_ns=0
export IMPL_largest_reg_flops=9
export IMPL_chip_area_um2=6400
export IMPL_common_cells="ha_1 (16), o21ai_0 (15), nor2_1 (13)"
export IMPL_ctsResizeCount=0
export IMPL_fillers=353
export IMPL_rsz0062_at_grt="false"
export IMPL_largest_register="yPaddlePosition"
export IMPL_first_pass_iters=4
export IMPL_cts_tree="done"
export IMPL_hold_viol_final=0
export IMPL_area_growth_synth_to_final_pct=11.2
export IMPL_drc=0
export IMPL_timing_hold_ws_ns=0.582
export IMPL_finalSetupViolCount=0
export IMPL_fin_crit_sh_pct=88.4
export IMPL_cts_inserted_buffers=3
export IMPL_initCoreUtil_pct=37.1
export IMPL_numClockSinks=9
export IMPL_tool_warnings=32
export IMPL_synth_edff_count=0
export IMPL_synth_cell_types=50
export IMPL_flop_cell="dfxtp_1"
export IMPL_cp_required_ns=4.56
export IMPL_synthTopCellsByArea="ha_1 (16%), dfxtp_1 (14%), xnor2_1 (7.6%), o21ai_0 (5.9%), buf_4 (5.3%)"
export IMPL_die_size_y_um=80
export IMPL_syn_avg_cell_area_um2=7.54
export IMPL_ioPinCount=21
export IMPL_drt_iter0_drc=82
export IMPL_synth_area_um2=1270
export IMPL_numSynthFlops=9
export IMPL_grt_pass1_wl_mm=5.09
export IMPL_ir_drop_v=0.000327
export IMPL_rr_startpoint="yPaddlePosition[1]$_SDFFE_PP0P_"
export IMPL_critPathCaptureType="flop"
export IMPL_ys_seq_share_pct=14.2
export IMPL_p_leak_nw=0.561
export IMPL_grt_usage_pct=9.28
export IMPL_skew_ns=0.00155
export IMPL_vias=1185
export IMPL_yosys_cell_count_top_type="ha_1"
export IMPL_path_max_fanout=13
export IMPL_largest_area_cell="ha_1"
export IMPL_holdBufCountCts=0
export IMPL_clkLatencyLatePin_ns=0.27
export IMPL_antenna_found_initial=0
export IMPL_cap_violations=0
export IMPL_h_tree_depth=1
export IMPL_hpwl_mm=2.23
export IMPL_ys_chip_area_um2=1270
export IMPL_worst_pin_slew_ns=0.607
export IMPL_layout_drive_gt1_share_pct=4.49
export IMPL_post_cts_buffers=0
export IMPL_wl_per_cell_um=13.0
export IMPL_top_cell_area_share_pct=15.8
export IMPL_path_clk_slew_ns=0.06
export IMPL_worstSetupPathType="flop to flop"
export IMPL_yosys_warnings=1
export IMPL_gr_total_overflow=0
export IMPL_place_gp_congestion=0.902
export IMPL_clock_fmax_mhz=257
export IMPL_fp_dieW_um=80
export IMPL_grt_max_degree=18
export IMPL_synthArstFlopShare_pct=0
export IMPL_total_power_w=0.000995
export IMPL_slew_headroom_pct=59.5
export IMPL_hold_path_class="flop to flop"
export IMPL_netlist_instances=168
export IMPL_design_core_area_um2=3420
export IMPL_biggestRegsByFlops="yPaddlePosition (9)"
export IMPL_cp_start_kind="flop"
export IMPL_hp_start="yPaddlePosition[8]$_SDFFE_PP0P_"
export IMPL_io_buffers=12
export IMPL_root_buffer="clkbuf_4"
export IMPL_insertedDiodeCount=0
export IMPL_power_density_nw_per_um2=707
export IMPL_routed_wl_mm=2.90
export IMPL_final_area_um2=1410
export IMPL_placed_area_um2=1380
export IMPL_grt_pass1_vias=1157
export IMPL_worstPathArrival_ns=4.05
export IMPL_min_period_ns=3.89
export IMPL_crit_path_start="yPaddlePosition[1]$_SDFFE_PP0P_"
metrics by stage:
step                      std cells  setup WS [ns]  util, %
after floorplan                 174          0.788        -
final                           224          0.511     41.2
after CTS                       224          0.491     41.2
after global routing            224          0.145     41.2
after global placement          220          0.564     40.4
after detailed placement        220          0.486     40.4
worst max-delay path, stage by stage, from the launching register on:
cell      delay, ns
dfxtp_1        0.56
inv_1          0.21
ha_1           0.26
a211o_1        0.32
xor2_1         0.15
nor2_1         0.10
o21ai_1        0.08
o31a_1         0.34
buf_4          0.21
ha_1           0.34
o21ai_0        0.16
a21oi_1        0.07
o41ai_1        0.34
o211ai_1       0.14
mux2i_1        0.18
mux2_1         0.33
where the power goes:
group,switching (W),internal (W)
Sequential,0.0000933,0.000114
Combinational,0.000358,0.000363
Clock,0.0000314,0.0000351
Total,0.000483,0.000512
cell usage in the layout, fill, tap and decap left out, drive strengths merged, types with 2 or more instances in the layout:
cell type      instances
conb                   8
ha                    16
and2                   2
nand4                  3
clkbuf                 4
xnor2                 11
or2                    2
o2111ai                2
nand3                  9
clkdlybuf4s50         12
dfxtp                  9
nor3                   3
o21ai                 20
a21o                   2
nor2                  13
a21oi                 11
xor2                   3
nand2                  7
o41ai                  2
nor2b                  5
inv                    9
routing by layer:
metal	wire (um)	part of all wire [%]	global-route usage, %	vias up
met2	1320	45	15.3	27
met4	42	1.4	1.23	0
met3	137	4.7	1.93	5
met5	0	0	0	-
li1	-	-	-	613
met1	1400	48	12.4	540
worst paths after layout:
| kind | cells past startpoint | end | slack (ns) |
|---|---|---|---|
| setup / recovery | 15 | yPaddlePosition[8]$_SDFFE_PP0P_ | 0.51 |
| hold / removal | 2 | yPaddlePosition[8]$_SDFFE_PP0P_ | 0.58 |
| setup reg to reg | 15 | yPaddlePosition[8]$_SDFFE_PP0P_ | 0.51 |
| hold reg to reg | 2 | yPaddlePosition[8]$_SDFFE_PP0P_ | 0.58 |
cell type report:
type	instances	area [um^2]	share of cell area, %
clock buffers	4	26.3	1.87
inverters	9	33.8	2.40
multi-input cells	143	982	69.8
flip-flops and latches	9	180	12.8
well taps	46	57.6	4.09
repair buffers	13	128	9.07
kinds of logic after synthesis:
family	share of synthesized area, %
buffers and inverters	9.98
xor gates and xnor gates	9.68
DFF	14.2
other	0.593
muxes	1.68
AOI/OAI and AO/OA	27.6
adders and majority gates	17.4
and+or+nand+nor	18.9
Power is estimated from default activity; no workload was simulated.
