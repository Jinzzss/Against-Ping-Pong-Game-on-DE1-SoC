===== design/flow/run.sh =====
#!/bin/bash
# OpenROAD 26Q1-2900-gdf79404cd8, Yosys 0.63+post, stock flow scripts
make -C /OpenROAD-flow-scripts/flow DESIGN_CONFIG=/design/flow/config.mk WORK_HOME=/design/flow/orfs finish

===== design/flow/config.mk =====
export PLATFORM = sky130hd
export DESIGN_NAME = BinaryToBCD
export DESIGN_NICKNAME = BinaryToBCD
export VERILOG_FILES = /design/flow/design.v
export SDC_FILE = /design/flow/constraint.sdc
export NUM_CORES = 4
export LEC_CHECK = 1
export CORE_AREA = 10 10 70 70
export DIE_AREA = 0 0 80 80

===== design/flow/constraint.sdc =====
current_design BinaryToBCD

set clk_period 4.5
set clk_io_pct 0.2

create_clock -name clk0 -period $clk_period

set non_clock_inputs [all_inputs -no_clocks]
set_input_delay [expr $clk_period * $clk_io_pct] -clock clk0 $non_clock_inputs
set_output_delay [expr $clk_period * $clk_io_pct] -clock clk0 [all_outputs]

===== design/flow/design.v =====
module BinaryToBCD(
    bin,
    bcd
    );
    input [7:0] bin;
    output reg [11:0] bcd;
    integer i;    
    always @(bin) begin
        bcd = 12'd0;  
        for (i = 0; i < 8; i = i + 1) begin
            bcd = {bcd[10:0], bin[7-i]};  
            if (i < 7) begin
                if (bcd[3:0] > 4)
                    bcd[3:0] = bcd[3:0] + 3;
                if (bcd[7:4] > 4)
                    bcd[7:4] = bcd[7:4] + 3;
                if (bcd[11:8] > 4)
                    bcd[11:8] = bcd[11:8] + 3;
            end
        end
    end
endmodule

==> impl_metrics.toml <==
# generated from flow reports
[global_route]
grt_pass1_wl_mm = 4.878
met1_usage = 0.1107
antenna_found_initial = 0
grt_pass1_vias = 1150
grt_overflow = 0
use_met3 = 0.01023
use_met2 = 0.1549
grt_busiest_layer = "met2"
grt_start_max_net_pins = 14
grt_usage = 0.08607

[sta]
period_needed_ns = 5.001
setup_ws_ns = -0.5013
hold_viol = 0
drv_slew = 0
fmax_ghz = 0.1999
rsz0062_at_grt = "yes"
fin_crit_sh = 1.111
setup_viol = 8
fin_setup_tns_ns = -3.428

[power]
p_leak_nw = 0.7993
finalPower_mw = 0.4576
p_per_area_nw_per_um2 = 250.4
ir_drop_uv = 97.62

[route]
drcViolationCount = 0
diodes = 0
vias = 1166
drt_pass1_iterations = 4
drtIter0Drc = 64
final_antenna_net_count = 0
via_per_inst = 4.798
wirelength_mm = 2.827
wl_per_cell_um = 11.63

[synthesis]
ys_top_cells_by_area = "ha_1 13%, xnor2_1 4.7%, nor2_1 4.4%"
yosysWarnings = 1
top_area_frac = 0.1340
synthesis.area_um2 = 933.4
synth_cell_types = 54
yosys_cells = 124
avgSynthCellArea_um2 = 7.527
yosys.stat.seqShare = 0
syn_inst = 124
top_area_cell = "ha_1"
ys_chip_area_um2 = 933.4

[layout]
flop-count = 0
syn_to_final_growth_pct = 95.84
nClkBuffers = 0
drive_above_1_share = 0.6244
seq_area_um2 = 0
final_util = 0.5352

[die]
die_h_um = 80
initial_core_util = 0.2733
die_area_um2 = 6400
num_rows = 21
io-pin-count = 20
fp.dieW_um = 80
fp.coreArea_um2 = 3416

[outcome]
run_status = "finished with violations"
violations = "setup timing"

[worst_setup_path]
worstSetupStartpointType = "input port"
worstPathRequired_ns = 3.60
worstPathArrival_ns = 4.10
setup.worst_path.class = "in -> out"
critPathCaptureType = "primary output"
cp_max_fo = 7

[min_path]
holdCritStartpoint = "bin[0]"
hold_class = "in -> out"
hold-path-cell-count = 0
min_to = "bcd[0]"

[placed_design]
port_buffers = 16
dp_hpwl_mm = 2.097
place.gp.congestion = 0.8014

[job]
warnings = 41
maxCapViolCount = 0

[clock_network]
ctsHoldBuffers = 0
-- per-layer routing --
metal,wire (um),vias to the layer above
met4,0,0
met2,1386,17
met5,0,-
met1,1313,543
met3,127,0
li1,-,606
-- synthesized netlist by cell type, types with 3 or more instances --
| cell type | instances |
|---|---|
| a21oi_1 | 4 |
| buf_4 | 4 |
| clkbuf_1 | 3 |
| ha_1 | 10 |
| inv_1 | 10 |
| mux2i_1 | 3 |
| nand2_1 | 8 |
| nand2b_1 | 4 |
| nand3_1 | 3 |
| nor2_1 | 11 |
| nor2b_1 | 3 |
| o211ai_1 | 3 |
| o21ai_0 | 4 |
| o21ai_1 | 3 |
| xnor2_1 | 5 |
-- cells in the final DEF, fill, tap and decap left out, types with 2 or more instances in the layout --
cell	Yosys	layout
a211oi_2	2	2
a21oi_1	4	2
a21oi_2	2	3
and3_1	2	2
buf_2	0	8
buf_4	4	58
buf_6	0	5
buf_8	0	2
clkdlybuf4s50_1	0	4
conb_1	1	2
ha_1	10	3
ha_2	0	3
ha_4	0	4
inv_1	10	5
inv_2	0	3
mux2_4	1	2
mux2i_1	3	3
nand2_1	8	6
nand2_2	0	2
nand2b_1	4	2
nand2b_4	0	2
nand3_1	3	2
nor2_1	11	10
nor2b_1	3	2
o211ai_1	3	3
o21a_1	2	2
o21ai_0	4	3
o21ai_1	3	2
o31ai_1	2	2
xnor2_1	5	3
xnor2_2	1	3
xor2_2	1	2
-- how the worst max path moves through the flow --
stage / from / endpoint / slack (ns) / cells after the start
after CTS: bin[5] / bcd[8] / -0.49 / 19
after global routing: bin[5] / bcd[2] / -0.68 / 20
final: bin[6] / bcd[4] / -0.50 / 22
-- worst max-delay path, cell delays in order --
cell,delay (ns)
buf_8,0.11
inv_12,0.04
ha_4,0.13
inv_2,0.04
ha_4,0.15
and2_4,0.13
o41a_1,0.34
xor2_2,0.16
or2_4,0.23
o211ai_1,0.21
nand2_2,0.09
ha_4,0.20
a21oi_2,0.11
o21a_1,0.13
a221oi_2,0.04
xnor2_1,0.24
ha_2,0.23
buf_4,0.11
buf_6,0.09
nor2_1,0.04
mux2_4,0.26
buf_2,0.11
-- layout make-up --
class	count	area, um^2
Fill cell	285	1588
Tap cell	46	57.56
Multi-Input combinational cell	108	1087
Timing Repair Buffer	79	620.6
Inverter	10	62.56
-- through the flow --
step,setup slack [ns],hold WS (ns),cell area [um^2],std cells
after floorplan,-0.4065,1.831,1047,125
after global placement,-1.469,1.800,1536,223
after detailed placement,-1.512,1.800,1536,223
after CTS,-0.4872,1.800,1779,240
after global routing,-0.6831,1.800,1828,243
final,-0.5013,1.800,1828,243
-- timing repair --
action,4_1_cts,5_1_grt
gates resized,69,6
setup endpoints to repair,9,8
buffers inserted,18,4
pin swaps,31,8
-- power breakdown --
group	internal [mW]	switching [mW]	leakage, nW
Combinational	0.267	0.191	0.799
Sequential	0	0	0
Clock	0	0	0
-- cells by family after synthesis --
logic type      after synthesis  share of synthesized area
mux                           5                    0.06032
compound gates               43                     0.3995
buf+inv                      17                    0.08446
fa+ha+maj                    10                     0.1340
simple gates                 39                     0.2172
other cells                   1                   0.004018
xor+xnor                      9                     0.1005
Power figures rest on the tool's default switching activity, not on a simulated workload.
